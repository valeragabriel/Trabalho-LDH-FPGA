==> flow/run.sh <==
#!/bin/bash
# OpenROAD 26Q1-2900-gdf79404cd8, Yosys 0.63+post, stock flow scripts
make -C /OpenROAD-flow-scripts/flow DESIGN_CONFIG=/design/flow/config.mk WORK_HOME=/design/flow/orfs finish
==> flow/design.v <==
module controlador (low_in, high_in, dim_out, aum_out);
input wire low_in, high_in;
output wire dim_out, aum_out;
wire not_low_in, not_high_in;
not(not_low_in, low_in);
not(not_high_in, high_in);
and(dim_out, not_low_in, high_in);
and(aum_out, not_high_in, low_in);
endmodule
module controlador_timer (clk, intervalo_ligar, tempo_ligado, saida);
	input wire clk;
	input wire [4:0] intervalo_ligar;
	input wire [4:0] tempo_ligado;
	output reg saida;
	reg clk_div_1000, clk_div_1000_000, clk_em_s, clk_em_min, clk_em_horas;
	reg [9:0] contador1;
	reg [9:0] contador2;
	reg [9:0] contador3;
	reg [9:0] contador_seg;
	reg [9:0] contador_min;
	reg [4:0] contador;
	reg [4:0] tempo_contado;
	initial begin
		clk_div_1000 <= 0;
		clk_div_1000_000 <= 0;
		clk_em_s <= 0;
		contador1 <= 0;
		contador2 <= 0;
		contador3 <= 0;
		contador_seg <= 0;
		contador_min <= 0;
		saida <= 1'b0;
		contador <= contador + 1'b1;
	end
	always @(posedge clk) begin
		if(contador1 != 1000) begin
			contador1 <= contador1 + 1'b1;
		end else begin
			clk_div_1000 <= ~clk_div_1000;
			contador1 <= 0;
		end
	end
	always @(posedge clk_div_1000) begin
		if(contador2 != 1000) begin
			contador2 <= contador2 + 1'b1;
		end else begin
			clk_div_1000_000 <= ~clk_div_1000_000;
			contador2 <= 0;
		end
	end
	always @(posedge clk_div_1000_000) begin
		if(contador3 != 1000) begin
			contador3 <= contador3 + 1'b1;
		end else begin
			clk_em_s <= ~clk_em_s;
			contador3 <= 0;
		end
	end
	always @(posedge clk_em_s) begin
		if(contador_seg != 60) begin
			contador_seg <= contador_seg + 1'b1;
		end else begin
			clk_em_min <= ~clk_em_min;
			contador_seg <= 0;
		end
	end
	always @(posedge clk_em_min) begin
		if(contador_min != 60) begin
			contador_min <= contador_min + 1'b1;
		end else begin
			clk_em_horas <= ~clk_em_horas;
			contador_min <= 0;
		end
	end
	always @(posedge clk) begin
		if (contador != intervalo_ligar - 1'b1) begin
			contador <= contador + 1'b1;
			saida <= 1'b0;
		end else if (tempo_contado != tempo_ligado) begin
			tempo_contado <= tempo_contado + 1'b1;
			saida <= 1'b1;
		end else begin
			tempo_contado <= 4'b0;
			contador <= 4'b0;
			saida <= 1'b0;
		end
	end
endmodule
==> flow/config.mk <==
export PLATFORM = sky130hd
export DESIGN_NAME = controlador_timer
export DESIGN_NICKNAME = controlador_timer
export VERILOG_FILES = /design/flow/design.v
export SDC_FILE = /design/flow/constraint.sdc
export NUM_CORES = 4
export LEC_CHECK = 1
export CORE_AREA = 10 10 74 74
export DIE_AREA = 0 0 84 84
export SYNTH_HDL_FRONTEND = slang
==> flow/constraint.sdc <==
current_design controlador_timer

set clk_period 3.4
set clk_io_pct 0.2

create_clock -name clk0 -period $clk_period [get_ports {clk}]

set non_clock_inputs [all_inputs -no_clocks]
set_input_delay [expr $clk_period * $clk_io_pct] -clock clk0 $non_clock_inputs
set_output_delay [expr $clk_period * $clk_io_pct] -clock clk0 [all_outputs]
==> impl_metrics.ini <==
; synthesis and place-and-route metrics
[critical_path]
crit_required_ns = 3.33
crit_buf_inv = 2
r2r-start = contador[2]$_SDFFCE_PN0P_
critical-path-slowest-cell = nor4_4
ff2ff_path_depth = 4
rr_endpoint = contador[4]$_SDFFCE_PN0P_
start_kind = input pin
arrival_ns = 2.67
worstPathMaxFanout = 12
cpLargestDelayFamily = simple AND/OR/NAND/NOR gates
cp-end-kind = flip-flop
r2r_slack_ns = 1.40
cp_cell_sequence = clkdlybuf4s50_1, inv_1, ha_1, nor3b_1, xnor2_1, nor4_4, nand2b_1
cp_slowest_stage_delay_ns = 0.58
worst-path-stages = 7
crit_type = in2reg

[clock_network]
numCtsBuffers = 3
ctsRootBufferMaster = clkbuf_8
post_cts_resized = 0
clock_sinks = 11
h-tree-depth = 1
postCtsHoldBufs = 0
clock_latency_ns = 0.23
cts_setup_buffers = 0
clkTransAtPathRegs_ns = 0.05
cts_buffer_depth = 2
cts_tree = built

[cells_and_area]
logic_area_um2 = 332
final_cell_mix = xnor2_1 (11), clkdlybuf4s50_1 (11), edfxtp_1 (10), xor2_1 (8), nor2_1 (8)
drive_gt1_share_pct = 9.59
num-fill-cells = 428
area.growth.synth_to_final_pct = 34.3
seq_area_um2 = 320
finish.utilization_pct = 22.3

[sta]
finalClockSkew_ns = 0.00252
rsz0062_at_grt = no
fin_crit_ns = 2.74
fin_tns_setup_ns = 0
tightest_slew_ns = 0.656
fin_crit_sh_pct = 80.6
finalHoldViolations = 0
slew_headroom_pct = 55.9
setup_viol = 0
fmax_mhz = 365
slew_violations = 0

[global_routing]
track_usage_pct = 3.05
antenna_found_initial = 0
grt_start_max_net_pins = 13
grt_pass1_wl_um = 1820
grt_pass1_vias = 437
grt_overflow_total = 0

[min_path]
hp-class = reg2reg
hold_path_end = tempo_contado[0]$_SDFFCE_PP0N_
hp-start = tempo_contado[0]$_SDFFCE_PP0N_
hold_depth = 1

[logic_synthesis]
ys_area_um2 = 659
synthCells = 57
ys_seq_share_pct = 48.6
topCellsByArea = edfxtp_1 (46%), xnor2_1 (15%), xor2_1 (11%), ha_1 (5.7%), nor2_1 (4.6%)
ys_cells = 57
syn_area_um2 = 659
synthDistinctLibCells = 15
yosysTopAreaCell = edfxtp_1
synth.avg_cell_area_um2 = 11.6
synth_top_area_share_pct = 45.5
ys.flops = 11
yosys_warnings = 0

[routing]
top_layer_used = met3
wl_met1_um = 544
via_count = 417
drt-total-wl_um = 1080
drt_iter0_markers = 17
drc = 0
route.met3.wl_um = 104
wl_per_cell_um = 8.77
viasPerCell = 3.39
wl_met2_um = 430
first_pass_iters = 2
antenna_cells = 0
antenna_left = 0

[outcome]
status = finished, final reports clean

[power_and_ir_drop]
pwr_density_cell_mw_per_mm2 = 648
ir_drop_v = 0.000168
leakagePower_nw = 0.306

[floorplan]
die_area_mm2 = 0.00706
placementRows = 23
die_x_um = 84
die_h_um = 84
initial_core_util_pct = 16.6
design.core.area_mm2 = 0.00397
ios = 12

[placed_design]
gp_congestion = 0.823
port_buffers = 11
dp_hpwl_um = 869

[run]
warnings = 25
maxCapViolCount = 0
-- worst register-to-register path: cells and delay by family (launching register included) --
kind	cells	cell delay, ns
flops	1	0.46
xor+xnor	2	0.33
simple gates	2	0.91
-- per-stage QoR --
step / cells / total power [mW] / hold slack (ns) / setup WS [ns] / area, µm²
after global routing: 123 / 0.625 / 0.652 / 0.445 / 886
after detailed placement: 119 / 0.453 / 0.638 / 0.402 / 840
after global placement: 119 / 0.453 / 0.631 / 0.467 / 840
final: 123 / 0.574 / 0.642 / 0.659 / 886
after floorplan: 57 / 0.403 / 0.601 / 1.18 / 659
after CTS: 123 / 0.585 / 0.646 / 0.621 / 886
-- area by class of cell --
type	count	area share, %
clock buffer	3	4.66
sequential	11	36.2
tap	50	7.06
clock inverter	1	0.565
timing repair buffer	12	13.3
multi-input combinational	44	37.4
inverter	2	0.847
-- report_power, final --
| part | leakage (nW) | switching (mW) | internal (mW) |
|---|---|---|---|
| Clock | 0.0255 | 0.0454 | 0.0802 |
| Combinational | 0.173 | 0.0904 | 0.102 |
| Sequential | 0.107 | 0.0418 | 0.214 |
-- state kept, by name, summed over array words and instances (netlist names) --
| signal | count |
|---|---|
| contador | 5 |
| saida | 1 |
| tempo_contado | 5 |
-- how the worst max path moves through the flow --
| stage | startpoint | to | slack, ns |
|---|---|---|---|
| CTS | intervalo_ligar[0] | contador[3]$_SDFFCE_PN0P_ | 0.62 |
| global route | intervalo_ligar[0] | contador[4]$_SDFFCE_PN0P_ | 0.45 |
| finish | intervalo_ligar[0] | contador[4]$_SDFFCE_PN0P_ | 0.66 |
-- kinds of logic after synthesis --
family	share of synthesized area [%]
and+or+nand+nor	19.4
xor gates and xnor gates	25.2
DFF	48.6
adders and majority gates	5.69
buffers and inverters	1.14
-- synth_stat cells, drive strengths merged --
cell    instances
xnor2          11
ha              3
nor3            2
nor2b           3
nand2           1
nor4            1
nand2b          1
xor2            8
dfxtp           1
nor2            8
edfxtp         10
nand3           5
inv             2
nor3b           1
-- layer usage --
layer | vias to the layer above | GRT usage, %
li1 | 225 | -
met1 | 183 | 3.98
met2 | 9 | 3.97
met3 | 0 | 2.46
met4 | 0 | 0.152
met5 | - | 0
Power is estimated from default activity; no workload was simulated.
